==> /design/flow/design.v <==
package mypkg;
	parameter DATA_WIDTH = 5, OUTPUT_WIDTH = 6, A_OP_WIDTH = 3, B_OP_WIDTH = 2, MAXPOSOP = 30, MAXNEGOP = -30, IGNORE = -16, IGNORE_OP = -32;
	typedef enum {MAXPOS = (((2**DATA_WIDTH)/2)-1), ZERO = 0, MAXNEG = -(((2**DATA_WIDTH)/2)-1)} e_perm;
	typedef enum logic [A_OP_WIDTH-1:0] {ADD_A, SUB_A, XOR_A, AND_A_1, AND_A_2, OR_A, XNOR_A, INVALID_A} e_a_op;
	typedef enum {NAND_B_1, ADD1_B_1, ADD2_B_1, INVALID_B_1} e_b_op_1;
	typedef enum {XOR_B_2, XNOR_B_2, SUBONE_B_2, ADDTWO_B_2} e_b_op_2;
endpackage : mypkg
module counter (clk ,rst_n, load_n, up_down, ce, data_load, count_out, max_count, zero);
parameter WIDTH = 4;
input clk;
input rst_n;
input load_n;
input up_down;
input ce;
input [WIDTH-1:0] data_load;
output reg [WIDTH-1:0] count_out;
output max_count;
output zero;
always @(posedge clk) begin
    if (!rst_n)
        count_out <= 0;
    else if (!load_n)
        count_out <= data_load;
    else if (ce) begin
        if (up_down)
            count_out <= count_out + 1;
        else 
            count_out <= count_out - 1;
    end
end
assign max_count = (count_out == {WIDTH{1'b1}})? 1:0;
assign zero = (count_out == 0)? 1:0;
endmodule
==> /design/flow/run.sh <==
#!/bin/bash
# OpenROAD 26Q1-2900-gdf79404cd8, Yosys 0.63+post, stock flow scripts
make -C /OpenROAD-flow-scripts/flow DESIGN_CONFIG=/design/flow/config.mk WORK_HOME=/design/flow/orfs finish
==> /design/flow/config.mk <==
export PLATFORM = sky130hd
export DESIGN_NAME = counter
export DESIGN_NICKNAME = counter
export VERILOG_FILES = /design/flow/design.v
export SDC_FILE = /design/flow/constraint.sdc
export NUM_CORES = 4
export LEC_CHECK = 1
export CORE_AREA = 10 10 70 70
export DIE_AREA = 0 0 80 80
==> /design/flow/constraint.sdc <==
current_design counter

set clk_period 1.8
set clk_io_pct 0.2

create_clock -name clk0 -period $clk_period [get_ports {clk}]

set non_clock_inputs [all_inputs -no_clocks]
set_input_delay [expr $clk_period * $clk_io_pct] -clock clk0 $non_clock_inputs
set_output_delay [expr $clk_period * $clk_io_pct] -clock clk0 [all_outputs]
==> out/qor.yml <==
min_period_ps: 1730
finalWirelength_um: 940
netSwitchingPower_mw: 0.0856
numSynthFlops: 4
grtUsageMet2_pct: 4.90
fin_area_um2: 551
io_buffers: 14
synth.distinct_cells: 21
drv_cap: 0
ios: 15
clkTransAtPathRegs_ps: 40
grt_setup_unrepaired: "false"
setup_viol: 0
largest_reg_flops: 4
yosysChipArea_um2: 312
drt-initial-drc-count: 6
cts_tree: "built"
path_class: "flip-flop to output pin"
min_period_over_period_pct: 95.9
use_met1_pct: 3.21
status: "completed"
n_antenna_cell: 0
timing.fmax_mhz: 579
max-vdd-ir-drop_mv: 0.220
grtUsageTotal_pct: 2.99
fillers: 391
root_buffer: "clkbuf_4"
drc: 0
drt-wirelength-per-cell_um: 9.49
synth_warnings: 1
finalCoreUtilization_pct: 16.1
synth_seq_share_pct: 25.7
switching_share_pct: 26.0
grt_max_degree: 8
cts.htree.levels: 1
clock_latency_ps: 240
worst_slew_pin_slew_ps: 265
start_kind: "flip-flop"
critical_path_required_ps: 1440
grt_overflow: 0
dr.pass1.iters: 2
use_met3_pct: 2.05
ff_type: "dfxtp_1"
clock_skew_ps: 4.58
largestRegisters: "count_out x4"
power.leakage_nw: 0.208
gr-max-usage-layer: "met2"
crit_buf_inv: 1
slowest_stage: "clkdlybuf4s50_1"
clockPowerShare_pct: 33.7
avgViaCountPerCell: 3.22
p_per_area_nw_per_um2: 597
p_comb_share_pct: 32.6
chip_area_um2: 6400
critPathMaxFanout: 5
grt_pass1_wl_mm: 1.50
synth.avg_cell_area_um2: 9.16
dpl.hpwl_um: 824
netlist_instances: 34
antenna_left: 0
core_area_um2: 3420
top_register: "count_out"
antenna_found_initial: 0
clk_path_buf_depth: 2
num_vias: 319
path_cells: "nor4_1 > clkdlybuf4s50_1"
post_cts_buffers: 0
max-slew-margin-rel_pct: 82.3
drive_above_1_share_pct: 18.9
cts.sinks: 4
place_area_um2: 524
grt_pass1_vias: 336
ys_cells: 34
cts_buffers: 3
die_h_um: 80
cp-end-kind: "output pin"
cp_slowest_stage_delay_ps: 510
finalHoldViolCount: 0
rows: 21
async_flop_share_pct: 0
final_max_slew_viol_count: 0
dieWidth_um: 80
edf_count: 0
synth_area_um2: 312
pwr-share-seq_pct: 33.7
warnings: 25
hold_path.class: "flip-flop to flip-flop"
p_int_mw: 0.243
fp_util_pct: 9.12
holdWs_ps: 601
syn_to_final_growth_pct: 76.7
crit_family: "buffers and inverters"
gp_congestion: 0.767
crit_arrival_ps: 1370
[routing by layer]
metal | share of wire [%] | up-vias
met1 | 40 | 142
met3 | 10 | 2
li1 | - | 165
met5 | 0 | -
met2 | 50 | 10
met4 | 0.53 | 0
[final cells by class]
cell class,instances,area [um2],share of cell area (%)
clock buffer,3,22.5,4.09
inverter,2,7.51,1.36
timing repair buffer,18,170,30.9
multi-input combinational,26,213,38.6
tap,46,57.6,10.5
sequential,4,80.1,14.5
[cells by family (layout without fill, tap and decap cells)]
kind of cell	count (synthesis)	count (layout)	synth area share, %
flops	4	4	25.7
buf+inv	4	23	7.23
xor+xnor	3	3	8.44
mux	2	2	6.43
fa+ha+maj	3	3	14.5
compound gates	7	7	16.1
simple gates	11	11	21.7
[Yosys cell counts (2+ instances only)]
| master | count | share of area, % |
|---|---|---|
| nor2_1 | 3 | 3.6 |
| ha_1 | 2 | 8.0 |
| xnor2_1 | 2 | 5.6 |
| a211oi_1 | 4 | 9.6 |
| mux2i_1 | 2 | 6.4 |
| nand3_1 | 2 | 3.2 |
| inv_1 | 2 | 2.4 |
| dfxtp_1 | 4 | 26 |
[stage by stage]
step | total power, mW | setup slack (ps) | setup TNS (ps) | std cells
floorplan | 0.157 | 416 | 0 | 34
global placement | 0.219 | -105 | -245 | 96
detailed placement | 0.219 | -144 | -317 | 96
CTS | 0.334 | 42.2 | 0 | 99
global route | 0.357 | 18.8 | 0 | 99
finish | 0.329 | 73.1 | 0 | 99
[cell usage in the layout (no fill, tap or decap), drive strengths merged]
cell / instances
mux2i: 2
buf: 4
nand3b: 1
xor2: 1
nand3: 2
inv: 2
clkbuf: 3
ha: 2
nor2: 3
a311o: 1
a21oi: 1
nand2: 1
clkdlybuf4s50: 14
or2b: 1
a211oi: 4
dfxtp: 4
and4: 2
xnor2: 2
fa: 1
nor4: 1
o21ai: 1
[final timing paths]
check	startpoint	to	slack, ps	cells after the start
min reg2reg	count_out[2]	count_out[2]	600	2
max	count_out[3]	zero	70	2
max reg2reg	count_out[2]	count_out[2]	500	5
min	count_out[2]	count_out[2]	600	2
[power by group through the flow]
stage	Clock [mW]	Combinational [mW]	Sequential, mW
final	0.111	0.107	0.111
after global routing	0.126	0.119	0.112
after CTS	0.115	0.108	0.111
[timing repair]
| item | CTS | global route |
|---|---|---|
| hold buffers | 0 | 0 |
| endpoints found under the setup margin | 0 | 2 |
| gates resized | 0 | 1 |
[worst register-to-register path, cell delays in order, from the launching register on]
cell,delay (ps)
dfxtp_1,380
ha_1,290
buf_4,150
xor2_1,150
mux2i_1,120
o21ai_0,90
No activity file was given, so power comes from the tool's default toggle rates.
