### flow/design.v
package mypkg;
	parameter DATA_WIDTH = 5, OUTPUT_WIDTH = 6, A_OP_WIDTH = 3, B_OP_WIDTH = 2, MAXPOSOP = 30, MAXNEGOP = -30, IGNORE = -16, IGNORE_OP = -32;
	typedef enum {MAXPOS = (((2**DATA_WIDTH)/2)-1), ZERO = 0, MAXNEG = -(((2**DATA_WIDTH)/2)-1)} e_perm;
	typedef enum logic [A_OP_WIDTH-1:0] {ADD_A, SUB_A, XOR_A, AND_A_1, AND_A_2, OR_A, XNOR_A, INVALID_A} e_a_op;
	typedef enum {NAND_B_1, ADD1_B_1, ADD2_B_1, INVALID_B_1} e_b_op_1;
	typedef enum {XOR_B_2, XNOR_B_2, SUBONE_B_2, ADDTWO_B_2} e_b_op_2;
endpackage : mypkg
module ALU #(parameter DATA_WIDTH = 5, OUTPUT_WIDTH = 6, A_OP_WIDTH = 3, B_OP_WIDTH = 2)(
    input clk,     
    input rst_n,   
    input ALU_en,    
    input a_en, b_en,  
    input [A_OP_WIDTH-1:0] a_op,
    input [B_OP_WIDTH-1:0] b_op,
    input signed [DATA_WIDTH-1:0] A, B,
    output logic [OUTPUT_WIDTH-1:0] C
);
    always_ff @(posedge clk or negedge rst_n) begin
        if (~rst_n) begin                                   
            C <= 'd0;
        end
        else if (ALU_en) begin                               
            if (a_en && !b_en) begin
                case (a_op)
                    3'd0 : C <= {A[4], A} + {B[4], B};                     
                    3'd1 : C <= {A[4], A} - {B[4], B};                     
                    3'd2 : C <= A ^ B;                   
                    3'd3 : C <= A & B;                   
                    3'd4 : C <= A & B;                   
                    3'd5 : C <= A | B;                   
                    3'd6 : C <= ~(A ^ B);                    
                    default : C <= 'd0;                      
                endcase
            end
            else if (!a_en && b_en) begin
                case (b_op)
                    2'd0 : C <= ~(A & B);                
                    2'd1 : C <= {A[4], A} + {B[4], B};                     
                    2'd2 : C <= {A[4], A} + {B[4], B};                     
                    default : C <= 'd0;                      
                endcase
            end
            else if (a_en && b_en) begin
                case (b_op)
                    2'd0 : C <= A ^ B;                   
                    2'd1 : C <= ~(A ^ B);                
                    2'd2 : C <= {A[4], A} - 6'd1;               
                    2'd3 : C <= {B[4], B} + 6'd2;               
                endcase
            end
        end
    end
endmodule : ALU
### flow/run.sh
#!/bin/bash
# OpenROAD 26Q1-2900-gdf79404cd8, Yosys 0.63+post, stock flow scripts
make -C /OpenROAD-flow-scripts/flow DESIGN_CONFIG=/design/flow/config.mk WORK_HOME=/design/flow/orfs finish
### flow/config.mk
export PLATFORM = sky130hd
export DESIGN_NAME = ALU
export DESIGN_NICKNAME = ALU
export VERILOG_FILES = /design/flow/design.v
export SDC_FILE = /design/flow/constraint.sdc
export NUM_CORES = 4
export LEC_CHECK = 1
export CORE_AREA = 10 10 99 99
export DIE_AREA = 0 0 109 109
### flow/constraint.sdc
current_design ALU

set clk_period 1.0
set clk_io_pct 0.2

create_clock -name clk0 -period $clk_period [get_ports {clk}]

set non_clock_inputs [all_inputs -no_clocks]
set_input_delay [expr $clk_period * $clk_io_pct] -clock clk0 $non_clock_inputs
set_output_delay [expr $clk_period * $clk_io_pct] -clock clk0 [all_outputs]
==> impl_metrics.tcl <==
# flow metrics
set metrics [dict create \
    ys.flop_type "dfrtp_1" \
    outcome "finished, violations left" \
    cap_violations 0 \
    edf_count 0 \
    grt_first_pass_wirelength_mm 9.680 \
    power.leakage_nw 1.343 \
    max_flop_register "C" \
    routed_wl_mm 6.030 \
    start_kind "input port" \
    htree_levels 1 \
    slew_headroom_pct 77.44 \
    wire_per_inst_microns 14.36 \
    antenna_found_initial 0 \
    avgSynthCellArea_sq_um 7.407 \
    maxSlewViolCount 0 \
    final_antenna_net_count 0 \
    pin_count 26 \
    clock_latency_ns 0.22 \
    antenna-diode-count 0 \
    synth_cell_type_count 47 \
    cts_root_buffer "clkbuf_8" \
    top_regs "C: 6 flops" \
    end_kind "flip-flop" \
    gp_congestion 0.9066 \
    ys_warn_count 1 \
    synth-seq-cells 6 \
    placed_cells_incl_taps 401 \
    setup_viol 6 \
    ys_area_sq_um 1578 \
    area_growth_pct 95.80 \
    worst_slew_pin_slew_ns 0.3385 \
    crit_arrival_ns 1.65 \
    rsz0062_at_grt "true" \
    clkTransAtPathRegs_ns 0.04 \
    worstHoldPathType "input port to async pin" \
    die_y_microns 109 \
    routed_via_density 4.555 \
    min_period_ns 1.550 \
    post-place-ws_ns -1.371 \
    synthCells 213 \
    cts_sinks 6 \
    core-area_sq_um 7727 \
    postPlaceCellArea_sq_um 2550 \
    dieArea_sq_um 11880 \
    fp_util_pct 20.42 \
    tritoncts "done" \
    warnings 42 \
    stdcell_area_sq_um 3089 \
    layout_setup_ws_ns -0.5504 \
    dp_hpwl_mm 4.798 \
    violations "negative setup slack" \
    hold_viol 0 \
    clock_skew_ns 0 \
    synth_seq_share_pct 9.516 \
    fmax_mhz 645.0 \
    dr.pass1.iters 4 \
    drt_iter0_drc 119 \
    grt_overflow 0 \
    largest_reg_flops 6 \
    drcViolationCount 0 \
    reg2regPathDepth 5 \
    fp.dieW_microns 109 \
    vias 1913 \
    critical_path_class "input port to flip-flop" \
    path_max_fanout 3 \
    max-vdd-ir-drop_mv 0.3518 \
    cts_made_buffers 3 \
    yosysCellCount 213 \
    grt_use_total_pct 10.00 \
    ctsHoldBuffers 0 \
    cts_max_path_buffers 2 \
    grt_max_degree 10 \
    p_per_area_nw_per_um2 693.9 \
    grt_pass1_vias 1880 \
    io_buffers 25 \
    fin_crit_sh_pct 155.0 \
    drive_gt1_share_pct 55.66 \
    syn_area_sq_um 1578 \
    final_core_util_pct 39.98 \
    instances_no_fill 420 \
    synth-async-reset-ratio_pct 100.0 \
    crit_required_ns 1.10 \
    num_rows 32 \
]
-- logic make-up (layout without fill, tap and decap cells) --
kind of cell,after synthesis,after routing,synth area share [%]
and+or+nand+nor,72,72,26.41
AOI/OAI and AO/OA,64,64,27.44
buffers and inverters,34,139,9.119
adders and majority gates,24,24,19.98
xor gates and xnor gates,10,10,5.552
DFF,6,6,9.516
muxes,3,3,1.983
-- what timing repair did --
| item | in CTS | in global routing |
|---|---|---|
| setup buffers | 15 | 3 |
| setup endpoints to repair | 12 | 9 |
| resized | 136 | 54 |
| pin swaps | 44 | 35 |
| gates cloned | 0 | 0 |
-- critical path, stage by stage --
cell and delay [ns]:
buf_12 0.11, inv_6 0.05, ha_4 0.12, inv_2 0.03
fa_1 0.44, mux2_4 0.28, a21oi_2 0.13, o21ai_2 0.06
o21bai_1 0.14, a21oi_1 0.08
-- final cells by class --
cell class | instances | area (sq um)
Inverter | 22 | 107.6
Tap cell | 102 | 127.6
Multi-Input combinational cell | 173 | 1699
Timing Repair Buffer | 114 | 963.4
Clock buffer | 3 | 41.29
Sequential cell | 6 | 150.1
Fill cell | 721 | 4638
-- layout by cell type, fill, tap and decap left out, drive strengths merged, types with 4 or more instances in the layout --
cell / count
buf: 100
ha: 22
inv: 22
o21ai: 17
nand2: 13
a21oi: 12
nor3b: 11
clkbuf: 10
nor2: 10
nor2b: 8
xor2: 7
dfrtp: 6
nand2b: 6
nor3: 6
nand3: 5
nand3b: 4
o211ai: 4
a211oi: 4
-- stage by stage --
stage               setup TNS (ns)  total power, mW  hold slack (ns)
floorplan                   -2.900           0.8800         -0.09559
global placement            -7.387            1.483           0.4778
detailed placement          -7.441            1.479           0.4775
CTS                         -2.751            2.053           0.2422
global route                -3.028            2.301           0.2569
finish                      -2.534            2.144           0.2294
-- metal layers --
metal  vias to the layer above  global-route usage [%]  share of wire [%]
met3                         7                   1.553                5.8
met1                       873                   15.08                 50
met5                         -                       0                  0
met4                         0                  0.6591                1.1
li1                        982                       -                  -
met2                        51                   15.25                 43
-- worst paths after layout --
check	start	end	slack, ns
max	A[0]	C[1]	-0.55
min	rst_n	C[5]	0.23
max reg2reg	C[4]	C[4]	-0.15
min reg2reg	C[0]	C[0]	0.58
max in group asynchronous	rst_n	C[2]	0.54
min in group clk0	a_op[1]	C[2]	0.54
-- power by group --
part,internal [mW],switching [mW],leakage (nW)
clock network,0.260,0.116,0.0216
logic,0.811,0.649,1.25
registers,0.287,0.0217,0.0747
total,1.36,0.786,1.34
-- synth_stat cells (3+ instances only) --
cell / n / area share [%]
a21oi_1: 12 / 3.8
a222oi_1: 3 / 1.9
a221oi_1: 3 / 1.7
ha_1: 22 / 17
a31oi_1: 3 / 1.2
nand2b_1: 6 / 2.4
inv_1: 22 / 5.2
o21ai_1: 4 / 1.3
a211oi_1: 3 / 1.4
o21ai_0: 13 / 4.1
nor3b_1: 10 / 4.8
dfrtp_1: 6 / 9.5
a22oi_1: 3 / 1.4
nand3_1: 5 / 1.6
xnor2_1: 3 / 1.7
nor3_1: 6 / 1.9
nor2_1: 10 / 2.4
xor2_1: 7 / 3.9
o211ai_1: 4 / 1.9
buf_2: 7 / 2.2
clkbuf_1: 3 / 0.71
nor2b_1: 8 / 3.2
nand3b_1: 4 / 1.9
nand2_1: 13 / 3.1
No activity file was given, so power comes from the tool's default toggle rates.
